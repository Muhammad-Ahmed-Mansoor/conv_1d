`flow/config.mk`:
```
export PLATFORM = sky130hd
export DESIGN_NAME = conv_1d
export DESIGN_NICKNAME = conv_1d
export VERILOG_FILES = /design/flow/design.v
export SDC_FILE = /design/flow/constraint.sdc
export NUM_CORES = 4
export LEC_CHECK = 1
export CORE_UTILIZATION = 40
```
`flow/constraint.sdc`:
```
current_design conv_1d

set clk_period 6.2
set clk_io_pct 0.2

create_clock -name clk0 -period $clk_period [get_ports {clk}]

set non_clock_inputs [all_inputs -no_clocks]
set_input_delay [expr $clk_period * $clk_io_pct] -clock clk0 $non_clock_inputs
set_output_delay [expr $clk_period * $clk_io_pct] -clock clk0 [all_outputs]
```
`flow/design.v`:
```
module conv_1d #(
    parameter DATA_WIDTH  = 8,
    parameter KERNEL_SIZE = 8,
    localparam PRODUCT_WIDTH = (DATA_WIDTH * 2),
    localparam RESULT_WIDTH  = PRODUCT_WIDTH + $clog2(KERNEL_SIZE)
) (
    input logic clk,
    input logic arst_n,
    input  logic [DATA_WIDTH-1:0] signal_data,
    input  logic                  signal_vld,
    input  logic                  signal_last,
    output logic                  signal_rdy,
    input [KERNEL_SIZE-1:0][DATA_WIDTH-1:0] kernel,
    output logic [RESULT_WIDTH-1:0] result_data,
    output logic                    result_vld,
    output logic                    result_last,
    input  logic                    result_rdy
);
  logic [KERNEL_SIZE-1:0][DATA_WIDTH-1:0] signal_buf;
  logic shift_vld;
  always_ff @(posedge clk or negedge arst_n) begin
    if (!arst_n) begin
      signal_buf <= '0;
      shift_vld <= 1'b0;
    end else begin 
      if (signal_vld) begin  
        signal_buf <= {signal_data, signal_buf[KERNEL_SIZE-1:1]}; 
      end
      shift_vld <= signal_vld;
    end
  end
  logic [KERNEL_SIZE-1:0][PRODUCT_WIDTH-1:0] products;
  always_comb begin
    for (int i = 0; i < KERNEL_SIZE; i++) begin
      products[i] = kernel[i] * signal_buf[i];
    end
  end
  logic [KERNEL_SIZE-1:0][PRODUCT_WIDTH-1:0] products_buf;
  logic products_vld;
  always_ff @(posedge clk or negedge arst_n) begin
    if (!arst_n) begin
      products_buf <= '0;
      products_vld <= 1'b0;
    end else begin
      products_buf <= products;
      products_vld <= shift_vld;
    end
  end
  logic [RESULT_WIDTH-1:0] sum;
  always_comb begin
    sum = 0;
    for (int i = 0; i < KERNEL_SIZE; i++) begin
      sum += products_buf[i];
    end
  end
  logic [RESULT_WIDTH-1:0] sum_buf;
  logic sum_vld;
  always_ff @(posedge clk or negedge arst_n) begin
    if (!arst_n) begin
      sum_buf <= '0;
      sum_vld <= 1'b0;
    end else begin
      sum_buf <= sum;
      sum_vld <= products_vld;
    end
  end
  assign result_data = sum_buf;
  assign result_vld  = sum_vld;
endmodule
```
`flow/run.sh`:
```
#!/bin/bash
# OpenROAD 26Q1-2900-gdf79404cd8, Yosys 0.63+post, stock flow scripts
make -C /OpenROAD-flow-scripts/flow DESIGN_CONFIG=/design/flow/config.mk WORK_HOME=/design/flow/orfs finish
```
==> impl_table.tex <==
% Generated from flow reports
\begin{tabular}{lr}
\hline
Metric & Value \\
\hline
\multicolumn{2}{l}{\textbf{Outcome}} \\
\quad Result of the run & finished, final reports clean \\
\multicolumn{2}{l}{\textbf{Synth}} \\
\quad Yosys Instances & between 2,000 and 3,000 \\
\quad Post-synth seq share & between 20\% and 30\% \\
\quad Proportion of netlist area held by the largest area contributor & about 30\% \\
\quad Count of different cell masters after synthesis & 54 \\
\quad Synthesized chip area reported by yosys & 0.0259 sq mm \\
\quad Synth cell count leaders & 594 x sky130\_fd\_sc\_hd\_\_inv\_1, 447 x sky130\_fd\_sc\_hd\_\_and2\_1, 383 x sky130\_fd\_sc\_hd\_\_fa\_1, 307 x sky130\_fd\_sc\_hd\_\_ha\_1, 214 x sky130\_fd\_sc\_hd\_\_dfrtp\_1 \\
\quad Post-Synthesis Cells & 2,547 \\
\quad Async SR Flop Fraction & 100\% \\
\quad Area of the mapped netlist & between 0.02 and 0.03 sq mm \\
\quad Post-synth top area cell & sky130\_fd\_sc\_hd\_\_fa\_1 \\
\quad FF+latch count, synth & 214 \\
\quad Warning count from the yosys run & 3 \\
\quad Number of synthesized flops with an enable pin & 0 \\
\quad Most instantiated library cell after synthesis & sky130\_fd\_sc\_hd\_\_inv\_1 \\
\quad Largest cells by area after synthesis & sky130\_fd\_sc\_hd\_\_fa\_1 30\%, sky130\_fd\_sc\_hd\_\_dfrtp\_1 21\%, sky130\_fd\_sc\_hd\_\_ha\_1 15\% \\
\quad Dominant register cell & sky130\_fd\_sc\_hd\_\_dfrtp\_1 \\
\quad Synthesized area divided by synthesized cell count & between 10 and 15 sq um \\
\multicolumn{2}{l}{\textbf{Clock tree}} \\
\quad CTS Hold Bufs & 0 \\
\quad Post-CTS sizing & 0 \\
\quad TritonCTS clock tree & done \\
\quad CTS sink count & between 200 and 250 \\
\quad Number of buffers between clock root and the deepest sink & 3 \\
\quad Cts bufs inserted & 28 \\
\quad Setup Buffers After CTS & 0 \\
\quad Latency at later pin & 0.58 ns \\
\quad Root buffer selected by CTS & sky130\_fd\_sc\_hd\_\_clkbuf\_16 \\
\quad Clock-pin slew reported for the worst setup and hold paths after clock tree synthesis & 0.06 ns \\
\quad H-tree depth & 1 \\
\multicolumn{2}{l}{\textbf{Critical path}} \\
\quad Setup CP Type & in2reg \\
\quad WP data arrival & 5.85 ns \\
\quad Crit path cell chain & clkdlybuf4s50\_1, and2\_1, fa\_1, inv\_1, fa\_1, inv\_1, fa\_1, inv\_1, fa\_1, inv\_1, ha\_1, o21ai\_0, a21oi\_1, o21ai\_0, a21boi\_0, o41ai\_1, xnor2\_1 \\
\quad First element of the critical path & kernel[60] \\
\quad Largest driver fanout on the critical path & 8 \\
\quad Category of the worst setup path launch point & primary input \\
\quad End of the worst register-to-register path & sum\_buf[12] \\
\quad Number of cells on the worst reg-to-reg path & 17 \\
\quad Standard cell with the maximum stage delay on the critical path & sky130\_fd\_sc\_hd\_\_clkdlybuf4s50\_1 \\
\quad R2r setup slk & between 1 and 1.5 ns \\
\quad Worst setup path endpoint & products\_buf[125] \\
\quad Crit path DRT & 6.68 ns \\
\quad Critical path's largest stage delay & 0.58 ns \\
\quad Worst Setup End Kind & flop \\
\quad Worst R2R Start & products\_buf[50] \\
\multicolumn{2}{l}{\textbf{Die}} \\
\quad Die Height & between 200 and 300 um \\
\quad Io pins & roughly 99 \\
\quad Die X & about 260 um \\
\quad Core area & 0.0635 sq mm \\
\quad Chip footprint & 0.0657 sq mm \\
\quad Fraction of the core area occupied by cells at floorplan & 40.7\% \\
\quad Cell Rows & a little over 90 \\
\multicolumn{2}{l}{\textbf{GRT}} \\
\quad Via count of the first global-routing pass & approximately 18,000 \\
\quad Global-route usage over all layers & approximately 18\% \\
\quad First-pass GRT wire length & 93,000 um \\
\quad Final global-route overflow total & 0 \\
\quad Pin count of the biggest net entering global routing & 65 \\
\quad Antenna violations before repair & 0 \\
\multicolumn{2}{l}{\textbf{Timing}} \\
\quad Unrepaired setup endpoints after global routing & false \\
\quad Final tally of hold violations & 0 \\
\quad Max Clk Rate & 186 MHz \\
\quad Ratio of final minimum period to clock period & a little under 90\% \\
\quad Total negative setup slack & 0 ns \\
\quad Worst max-slew margin expressed relative to the limit & around 56\% \\
\quad Number of failing setup endpoints in the final timing report & 0 \\
\quad Transition time at the pin with the least slew margin & 0.661 ns \\
\quad Smallest setup slack after layout & around 0.82 ns \\
\quad Final worst clock skew & approximately 0.036 ns \\
\quad Final slew viol count & 0 \\
\quad Time the final worst path needs with I/O delays and setup & 5.38 ns \\
\multicolumn{2}{l}{\textbf{Detailed routing}} \\
\quad Via density & 4.71 \\
\quad Via Count & 16,666 \\
\quad Total Wirelength & roughly 53,000 um \\
\quad DRC violations left & 0 \\
\quad Starting DRC count in detailed routing & 529 \\
\quad WL/cell & 15.0 um \\
\quad Antenna diodes & 0 \\
\quad Post-route ant nets & 0 \\
\quad Drt pass-1 iters & 4 \\
\multicolumn{2}{l}{\textbf{Placement}} \\
\quad Post-placement worst setup slack & 0.234 ns \\
\quad Final GP Congestion & just under 0.9 \\
\quad Number of input and output port buffers inserted & 94 \\
\quad Half-perimeter wire length of the detailed placement result & 43,700 um \\
\multicolumn{2}{l}{\textbf{Job}} \\
\quad Number of maximum-capacitance constraint violations & 0 \\
\quad Tool warnings & 27 \\
\multicolumn{2}{l}{\textbf{Min path}} \\
\quad Kind of path behind the tightest hold check & reg2reg \\
\multicolumn{2}{l}{\textbf{Finish}} \\
\quad Ratio of cells with drive above 1 in the final layout & under 10\% \\
\quad Layout Area Growth over Synthesis & 11.6\% \\
\hline
\end{tabular}
[layer usage]
layer	global-route usage, %	part of all wire [%]	up-vias
met5	0	0	-
met4	2.30	1.5	0
met2	29.5	48	305
met3	5.00	6.4	48
met1	26.6	44	8277
li1	-	-	8036
[worst min path at each step]
| stage | from | endpoint | slack [ns] | cells after the start |
|---|---|---|---|---|
| CTS | products_vld | sum_vld | 0.35 | 0 |
| global route | shift_vld | products_vld | 0.36 | 0 |
| finish | products_vld | sum_vld | 0.34 | 0 |
[critical path, delay by kind of cell]
kind / cells / cell delay, ns
xor+xnor: 1 / 0.17
fa+ha+maj: 5 / 2.29
buf+inv: 5 / 0.78
simple gates: 1 / 0.24
compound gates: 5 / 1.12
[cell usage in the layout, fill, tap and decap left out, types with 4 or more instances in the layout]
master,netlist,layout
sky130_fd_sc_hd__a211oi_1,7,7
sky130_fd_sc_hd__a21o_1,27,27
sky130_fd_sc_hd__a21oi_1,78,78
sky130_fd_sc_hd__a31oi_1,4,4
sky130_fd_sc_hd__and2_1,447,447
sky130_fd_sc_hd__buf_4,2,14
sky130_fd_sc_hd__clkbuf_16,0,28
sky130_fd_sc_hd__clkdlybuf4s50_1,0,92
sky130_fd_sc_hd__clkinv_2,0,4
sky130_fd_sc_hd__clkinv_4,0,4
sky130_fd_sc_hd__dfrtp_1,214,214
sky130_fd_sc_hd__fa_1,383,383
sky130_fd_sc_hd__ha_1,307,307
sky130_fd_sc_hd__inv_1,594,594
sky130_fd_sc_hd__mux2_2,64,64
sky130_fd_sc_hd__nand2_1,98,98
sky130_fd_sc_hd__nand2b_1,15,15
sky130_fd_sc_hd__nand3_1,10,10
sky130_fd_sc_hd__nand4_1,4,4
sky130_fd_sc_hd__nor2_1,47,47
sky130_fd_sc_hd__nor2b_1,18,18
sky130_fd_sc_hd__o21a_1,17,17
sky130_fd_sc_hd__o21ai_0,39,39
sky130_fd_sc_hd__o21bai_1,7,7
sky130_fd_sc_hd__or4_1,4,4
sky130_fd_sc_hd__xnor2_1,78,78
sky130_fd_sc_hd__xor2_1,22,22
[final cells by class]
cell class | instances | area [sq um]
clock inverters | 19 | 221
clock buffers | 33 | 749
repair buffers | 108 | 1050
inverters | 594 | 2230
multi-input cells | 1723 | 18200
fillers | 5819 | 34700
well taps | 846 | 1060
flip-flops and latches | 214 | 5360
[registers in the layout (all words and copies together), names as in the netlist]
name / cells
products_buf: 128
products_vld: 1
shift_vld: 1
signal_buf: 64
sum_buf: 19
sum_vld: 1
[per-stage QoR]
step / utilization, % / area (sq um) / cells / hold slack, ns
after floorplan: - / 25900 / 2548 / 0.331
after global placement: 43.9 / 27900 / 3485 / 0.332
after detailed placement: 43.9 / 27900 / 3485 / 0.335
after CTS: 45.5 / 28900 / 3537 / 0.348
after global routing: 45.5 / 28900 / 3537 / 0.357
final: 45.5 / 28900 / 3537 / 0.344
[kinds of logic after synthesis]
group	count (synthesis)	synth area share [%]
flops	214	20.7
fa+ha+maj	690	44.5
compound gates	214	5.38
mux	65	2.82
other cells	1	0.0145
xor+xnor	100	3.38
buf+inv	611	8.89
simple gates	652	14.3
